===== flow/config.mk =====
export PLATFORM = sky130hd
export DESIGN_NAME = STDPmodel
export DESIGN_NICKNAME = STDPmodel
export VERILOG_FILES = /design/flow/design.v
export SDC_FILE = /design/flow/constraint.sdc
export NUM_CORES = 4
export LEC_CHECK = 1
export CORE_UTILIZATION = 30

===== flow/constraint.sdc =====
current_design STDPmodel

set clk_period 28.8
set clk_io_pct 0.2

create_clock -name clk0 -period $clk_period [get_ports {clk}]

set non_clock_inputs [all_inputs -no_clocks]
set_input_delay [expr $clk_period * $clk_io_pct] -clock clk0 $non_clock_inputs
set_output_delay [expr $clk_period * $clk_io_pct] -clock clk0 [all_outputs]

===== flow/design.v =====
module STDP_multiplier 
#(parameter n = 3)(a, b, result);
        input  [n-1:0]  a;
        input  [n-1:0]  b;
        output [n-1:0] result;
		  wire    [2*n-1:0] res;
           assign res = a * b;
			  assign result = res[n/2 +: n];
 endmodule
module STDPmodel
( reset,clk, T_pre,T_post,W_previous, W_new);   
	parameter buffer_size=32;
	parameter buffer_Time=32;
	parameter A_PLUS      = 16'b0000000000000011;   
	parameter A_MINUS     = 16'b0000000011110000;   
	input reset;
	input clk;
	input [buffer_Time-1:0] T_pre;
	input [buffer_Time-1:0] T_post;	
	input [buffer_size-1:0] W_previous;
   	output [buffer_size-1:0] W_new;
	reg  	[buffer_Time-1:0] DeltaT;
	wire 	[buffer_Time-1:0] DeltaW;
	wire 	[buffer_Time-1:0] DeltaW1;
	reg  	AdaptW;
	wire 	[buffer_size-1:0] W;	
	wire 	[buffer_size-1:0] W_B;	
	wire  	[buffer_size-1:0] Z1;
	wire  	[buffer_size-1:0] Z2;
	wire 	[buffer_size-1:0] res1;
	wire 	[buffer_size-1:0] res2;
	wire 	[buffer_size-1:0] res3;
	wire  	[buffer_size-1:0] DELTA;
	reg [buffer_size-1:0] m_minus   = 32'b00000000000000000000000000011111; 
	reg [buffer_size-1:0] m_plus   = 32'b00000000000000000000000001011100; 
	reg [buffer_size-1:0] margin_t= 32'b00000000001010000000000000000000; 
	reg [buffer_size-1:0] W_min   = 32'b00000000000000000000000000000000; 
	reg [buffer_size-1:0] W_max   = 32'b00000000000000010000000000000000; 
	assign W={{buffer_size/2-1{1'b0}},W_previous[buffer_size-1 -: buffer_size/2],1'b0};
	always @(posedge clk)
		begin	
		if (reset)begin
				DeltaT={buffer_Time{1'b0}};
				AdaptW  =1'b0;
				end
		else
				if (T_pre) begin 
								DeltaT=(T_post)?(T_post-T_pre):{buffer_Time{1'b0}};
								AdaptW  =(T_post)?1'b1:1'b0;
						  end
				else    begin
								DeltaT={buffer_Time{1'b0}};
								AdaptW  =1'b0;
							end
		end
		assign DELTA =AdaptW ?(( DeltaT[buffer_Time-1]) ? (~DeltaT)+32'b00000000000000000000000000000001 : DeltaT ):{buffer_Time{1'b0}}; 
		assign Z1    =AdaptW ?((DeltaT[buffer_Time-1])  ?  W	  : W_max-W ):{buffer_Time{1'b0}}; 
		assign Z2    =AdaptW ?((DeltaT[buffer_Time-1])  ?  m_minus : m_plus   ):{buffer_Time{1'b0}}; 
		assign res1=margin_t-DELTA;
			STDP_multiplier 
			  #(.n(buffer_size))
			  mult1
			 (.a(Z2), 
			  .b(res1),
			  .result(res2));  
	      	STDP_multiplier 
			  #(.n(buffer_size))
			  mult2
			 (.a(Z1), 
			  .b(res2),
			  .result(res3));
			 assign DeltaW1 = (DeltaT[buffer_Time-1]) ? (~res3 +32'b00000000000000000000000000000001) : res3 ;
			 assign DeltaW =  (DeltaT[buffer_Time-1]? (DeltaW1[buffer_Time-1]?DeltaW1:{buffer_Time{1'b0}}): (DeltaW1[buffer_Time-1]?{buffer_Time{1'b0}}:DeltaW1));
   	assign W_B = (AdaptW && Z1>={buffer_size{1'b0}})? (W + DeltaW ): W;
	assign W_new= {W_B[buffer_size/2:0],{buffer_size/2-1{1'b0}}};
endmodule

===== flow/run.sh =====
#!/bin/bash
# OpenROAD 26Q1-2900-gdf79404cd8, Yosys 0.63+post, stock flow scripts
make -C /OpenROAD-flow-scripts/flow DESIGN_CONFIG=/design/flow/config.mk WORK_HOME=/design/flow/orfs finish

==> notes.md <==
fresh numbers from the pnr run: root buf cell=clkbuf_16, Routed Antenna Nets=0, Row Count=111, crit path DAT=21.52 ns, CTS tree=built, Port Buffers=98, Peak Freq=0.0367 GHz, YS warnings=1, die width=307 um, Post-Syn Instances=3,276, Area leader share=0.418, EDFF count, synth=0, DRT Pass-1 Iters=5, Commonest flop=dfxtp_1, HP Class=primary input to flip-flop, top cells, area=fa_1 (42%), ha_1 (13%), inv_1 (9.8%), most frequent cells after synthesis=inv_1 (727), fa_1 (581), nand2_1 (383), die area=0.0941 mm2, area grow syn2layout=9.89%, pin count of the biggest net entering global routing=70, worst setup path end=W_new[31], layout cells sized above 1=0.0430, H-tree depth=2, GRT Residual Overflow=0, most used cell, CP=fa_1, Period minus WS final=27.28 ns, # clock sinks=33, slowest library cell on the worst path=nor4_4, number of global-route vias before repair=22,600, Distinct cells, synth=102, Post-CTS Hold Fix Bufs=0, initial antenna violation count=1, number of setup violations in the final report=0, Crit Path Max Fanout=13, vias per inst=4.73, Yosys Instances=3,276, Critical Setup Path Class=flip-flop to primary output, Rel. slew slack=0.488, endpoints failing hold=0, Mapped Area=0.0279 mm2, tool warnings=57, 1st-iter DRT viols=918, vias=21,700, routed len/inst=16.0 um, status=finished, final reports clean, WL final=73,700 um, Antenna Diode Count=0, Crit path required time=23.04 ns, GRT Total Usage=0.171, Pre-Place Util=0.303, Final Instance Count excl. Fillers=4,591, cell type with the largest total area=fa_1, CTS buffer count=5, cell with the most instances after synthesis=inv_1, syn_area_per_cell=8.50 um2, post-synth area from yosys stat=0.0279 mm2, core area=0.0918 mm2, Max Cap Violations=0, Clock Path Buffers=2, Cells after DPL=4,582, Registers, synthesis=33, GPL Wtd Cong=0.960, CP Capture Type=primary output, I/O pin cnt=130, startpoint types=flip-flop, Slew @ Worst Pin=0.767 ns, global-route wire length before repair=122,000 um, clock-pin slew on the worst setup and hold paths=0.05 ns, crit path launch=DeltaT[2], Async S/R FF share, synth=0, cycle use final=0.947, max incr delay on CP=0.60 ns, RSZ-0062 raised after global routing=false, final setup TNS=0 ns, register share after synthesis=0.0237, Final Max Slew Viols=0, # fillers=9,593, die span in y=307 um, HPWL after DPL=61,900 um, Post-route DRC=0
layout make-up:
cell class / count / area, um2 / area share
Clock buffer: 6 / 139 / 0.00454
Tap cell: 1243 / 1560 / 0.0508
Clock inverter: 2 / 37.5 / 0.00123
Timing Repair Buffer: 153 / 1410 / 0.0460
Sequential cell: 33 / 666 / 0.0217
Inverter: 728 / 2730 / 0.0893
Multi-Input combinational cell: 2426 / 24100 / 0.786
cell families (layout without fill, tap and decap cells):
| family | Yosys count | in the layout | synth area share |
|---|---|---|---|
| simple gates | 980 | 980 | 0.162 |
| flops | 33 | 33 | 0.0237 |
| xor+xnor | 181 | 181 | 0.0581 |
| fa+ha+maj | 860 | 860 | 0.543 |
| mux | 20 | 20 | 0.00827 |
| compound gates | 370 | 370 | 0.0894 |
| buf+inv | 831 | 889 | 0.115 |
| other cells | 1 | 15 | 0.000135 |
timing repair:
action	4_1_cts	5_1_grt
resized	0	3
setup endpoints to repair	0	1
setup buffers	0	1
worst max-delay path: cells and delay by family (launching register included):
kind / cells / cell delay [ns]
AOI/OAI and AO/OA: 31 / 6.76
xor gates and xnor gates: 3 / 0.64
adders and majority gates: 14 / 6.60
buffers and inverters: 11 / 1.32
DFF: 1 / 0.36
muxes: 1 / 0.30
and+or+nand+nor: 19 / 5.22
flip-flops by register name, summed over array words and instances, names as in the netlist:
signal  count
DeltaT     32
AdaptW      1
layer usage:
layer | wire, um | vias to the layer above | track usage
met2 | 33800 | 690 | 0.267
met3 | 6240 | 73 | 0.0534
li1 | - | 10200 | -
met5 | 0 | - | 0
met1 | 31900 | 10700 | 0.242
met4 | 1740 | 0 | 0.0317
per-stage QoR:
stage	utilization	cell area (um2)	hold WS (ns)	setup slack [ns]
final	0.333	30600	6.17	1.52
after global routing	0.333	30600	6.20	0.0100
after CTS	0.333	30600	6.18	1.33
after detailed placement	0.331	30400	6.47	1.72
after global placement	0.331	30400	6.47	1.66
after floorplan	-	27900	5.95	3.50
worst min-delay path by stage:
stage         cells after the start   endpoint      start
finish                            4  DeltaT[0]  T_post[0]
CTS                               4  DeltaT[0]  T_post[0]
global route                      4  DeltaT[0]  T_post[0]
layout by cell type, fill, tap and decap left out, types with 54 or more instances in the layout:
master	count
o21ai_0	70
clkdlybuf4s50_1	98
buf_4	54
ha_1	279
a21oi_1	99
nand2_1	383
inv_1	727
nor2_1	283
xnor2_1	94
and2_1	65
xor2_1	82
fa_1	581
