<file path="design.v">
module Voltage_dependent_STDP(
  reset,clk,learning_phase, W_previous, A_pre,V_mem_post, Ca_post, W_new);
 	parameter buffer_size=32;
	parameter reset_type = 0;
	parameter V_PEAK =32'b00000000000000000000000000000000;
	parameter V_RESET=32'b11110111000010100000000000000000;
	parameter V_TH   =32'b11111001101000000000000000000000;
	parameter V_max    =32'b00000000001000000000000000000000; 
	input    reset; 
	input    clk;
	input    learning_phase;
	input    [buffer_size-1:0] W_previous;
    input    A_pre;
	input    [buffer_size-1:0] V_mem_post;
	input    [buffer_size/2-1:0] Ca_post;	
	output      [buffer_size-1:0]    W_new;
	wire       [buffer_size-1:0]    W_s;
	reg      [buffer_size-1:0]    delta_w;
	reg      [buffer_size-1:0]    drift_w;
	reg	    [buffer_size-1:0]   C_peak   = 16'b0001000000000000; 
	reg 		 [buffer_size/2-1:0] Tetta_l_p= 16'b0000010011001101; 
	reg 		 [buffer_size/2-1:0] Tetta_h_p= 16'b0001010011001101; 
	reg	    [buffer_size/2-1:0] Tetta_l_d= 16'b0000000110011100; 
	reg	    [buffer_size/2-1:0] Tetta_h_d= 16'b0000011001100110; 
	reg 		 [buffer_size-1:0]   Tetta_v  = 32'b11111001000110000000000000000000; 
	reg 		 [buffer_size-1:0]   W_max    = 32'b00000000001000000000000000000000; 
	reg	    [buffer_size-1:0]   W_min    = 32'b00000000000000000000000000000000; 
	wire    	 [buffer_size-1:0]   Tetta_w;
	assign  	 Tetta_w  = ( W_max >> 1 );  
	wire 		 [buffer_size-1:0]   a        ; 
	assign 	 a =  ( W_max >> 4 ) + ( W_max >> 5 ) + ( W_max >> 8 ) + ( W_max >> 9 ) + ( W_max >> 11 ); 
	wire		 [buffer_size-1:0]   b        ; 
	assign    b = a;
	wire		 [buffer_size-1:0]   alpha    ; 
	assign    alpha  ={buffer_size{1'b0}};
	wire		 [buffer_size-1:0]   betta    ;  
	assign    betta  = {buffer_size{1'b0}};
	generate
	always @(posedge clk)begin
	if (reset==1'b1)begin
		delta_w = {buffer_size{1'b0}}; 
		drift_w =  {buffer_size{1'b0}};  end
	else
	   if (learning_phase == 1'b1) begin
		      if (A_pre == 1'b1) begin
	            if ( W_max >= W_previous && W_previous >= a)				
				       if ( V_mem_post	> Tetta_v)
			               if  (	Tetta_l_p <	Ca_post  &&  Ca_post	<	Tetta_h_p )
						       delta_w =  a;
				            else
						       delta_w =   {buffer_size{1'b0}};
				       else
				            if  ( Tetta_l_d < Ca_post  &&  Ca_post  <  Tetta_h_d )
					          delta_w =  ~b + 32'b00000000000000000000000000000001;
			               else
						       delta_w =  {buffer_size{1'b0}};	 			
               else			  
                   delta_w =   {buffer_size{1'b0}};
					if ( W_max >= W_previous && W_previous >= a)			 
								if ( W_max > W_previous && W_previous >= Tetta_w)
									drift_w =    alpha;
								else if ( W_min < W_previous && W_previous < Tetta_w)
									drift_w =  ~ betta + 32'b00000000000000000000000000000001;
								else
									drift_w =  {buffer_size{1'b0}};					
			      else begin
				           drift_w =  {buffer_size{1'b0}};					
				                end  
			  end
	        else begin
				  delta_w =  {buffer_size{1'b0}};
			     drift_w =  {buffer_size{1'b0}};					
	           end
	    end
		 else begin
	  		   delta_w =   {buffer_size{1'b0}};
			   drift_w =   {buffer_size{1'b0}};end
	end
		assign W_s   = W_previous + drift_w + delta_w ;
		assign W_new = (W_s  >= W_max) ?  W_max :
							  ( a >= W_s )  ?  a     : W_s;		
		endgenerate
	endmodule
</file>
<file path="run.sh">
#!/bin/bash
# OpenROAD 26Q1-2900-gdf79404cd8, Yosys 0.63+post, stock flow scripts
make -C /OpenROAD-flow-scripts/flow DESIGN_CONFIG=/design/flow/config.mk WORK_HOME=/design/flow/orfs finish
</file>
<file path="config.mk">
export PLATFORM = sky130hd
export DESIGN_NAME = Voltage_dependent_STDP
export DESIGN_NICKNAME = Voltage_dependent_STDP
export VERILOG_FILES = /design/flow/design.v
export SDC_FILE = /design/flow/constraint.sdc
export NUM_CORES = 4
export LEC_CHECK = 1
export CORE_AREA = 10 10 98 98
export DIE_AREA = 0 0 108 108
</file>
<file path="constraint.sdc">
current_design Voltage_dependent_STDP

set clk_period 7.5
set clk_io_pct 0.2

create_clock -name clk0 -period $clk_period [get_ports {clk}]

set non_clock_inputs [all_inputs -no_clocks]
set_input_delay [expr $clk_period * $clk_io_pct] -clock clk0 $non_clock_inputs
set_output_delay [expr $clk_period * $clk_io_pct] -clock clk0 [all_outputs]
</file>
==> results.toml <==
# flow metrics
[status]
status = "completed"

[critical_path]
critical_path_class = "primary input to output pin"
path_max_fanout = 13
endpoint_kind = "output pin"
critical_path_required_ps = 6000
startpoint_type = "primary input"
cp.arrival_ps = 5220

[clock_tree]
cts_sinks = 4
cts_buffers = 3
post_cts_resized = 0
cts_tree = "yes"
cts_root_buffer = "clkbuf_8"
cts_post_setup_buffers_inserted = 0
h-tree-depth = 1
cts_buffer_depth = 2
holdBufCountCts = 0
path_clk_slew_ps = 30

[final_timing]
worst_slew_pin_slew_ps = 545
period_minus_slack_ps = 6720
clock.fmax_ghz = 0.149
period_used_pct = 89.6
slew_viol_final = 0
hold_viol_final = 0
fin_hold_ws_ps = 2000
fin_setup_tns_ps = 0
finalWorstSetupSlack_ps = 778
maxSlewHeadroom_pct = 63.6
rsz0062_at_grt = "no"
setup_viol = 0

[pwr]
ir_drop_mv = 0.0378
power_uw = 163
power.density_nw_per_um2 = 51.4
p_leak_uw = 0.00113

[die]
rows = 32
die_x_um = 108
die_h_um = 108
coreArea_um2 = 7650
ios = 116
die-area_um2 = 11700
fp_util_pct = 26.7

[yosys]
syn_avg_cell_area_um2 = 7.22
ys_seq_share_pct = 3.92
ys_cells = 283
synth-area-yosys_um2 = 2040
top_area_cell = "ha_1"
edf_count = 0
syn_inst = 283
ys_types = 54
top_cell_area_share_pct = 12.9
top_cells_by_count = "33 x nand2_1, 25 x a21oi_1, 21 x ha_1"
synth_top_flop_cell = "dfxtp_1"
top_cells_by_area = "ha_1 13%, nor4_2 12%, a21oi_1 6.1%"
yosysMostFrequentCell = "nand2_1"
ys_ff = 4
synth_warnings = 1
synth_area_um2 = 2040
synth_async_sr_flop_share_pct = 0

[layout]
drive_gt1_share_pct = 8.95
largest_register_ff_count = 4
fin_area_um2 = 3170
area_delta_synth_final_pct = 55.2

[global_route]
grt_max_degree = 23
grt_pass1_wl_um = 11400
grt_pass1_vias = 2478
antenna_found_initial = 0
gr-total-overflow = 0
grt_usage_pct = 11.3

[job]
maxCapViolCount = 0
warning_count = 25

[placement]
place_ws_ps = 824
dp_hpwl_um = 6160
place.gp.congestion = 0.892
post_dp_cell_area_um2 = 3130
io_buffer_count = 105

[detailed_routing]
viasPerCell = 5.06
first_pass_iters = 4
drc = 0
insertedDiodeCount = 0
wirelength_um = 6900
num_vias = 2440
routedWlPerCell_um = 14.3
ant_nets = 0
drt_iter0_drc = 71

[hold_path]
hold_class = "primary input to flip-flop"
hold_depth = 3
==> logic make-up after synthesis <==
family | synth area share (%)
other | 0.184
AND/OR/NAND/NOR | 38.4
AND-OR/OR-AND | 25.6
adder cells (fa/ha/maj) | 13.8
multiplexers | 0.490
XOR/XNOR | 8.58
flip-flops | 3.92
buffers and inverters | 8.95
==> metal layers <==
| metal | up-vias | global-route usage, % | share of wire, % |
|---|---|---|---|
| met2 | 102 | 17.3 | 42 |
| met5 | - | 0 | 0 |
| li1 | 1260 | - | - |
| met1 | 1072 | 15.5 | 46 |
| met4 | 0 | 1.05 | 0.84 |
| met3 | 6 | 4.04 | 11 |
==> placed cells by master, fill, tap and decap left out, types with 6 or more instances in the layout <==
| cell | n |
|---|---|
| nor4_1 | 12 |
| nand3_1 | 13 |
| nor2_1 | 13 |
| xor2_1 | 9 |
| nor3_1 | 7 |
| nor4_2 | 19 |
| clkdlybuf4s50_1 | 105 |
| o21ai_0 | 12 |
| a21oi_1 | 25 |
| ha_1 | 21 |
| inv_1 | 11 |
| xnor2_1 | 11 |
| conb_1 | 10 |
| nand2_1 | 33 |
| nand4_1 | 6 |
==> per-stage QoR <==
stage          cells  util (%)
2_1_floorplan    292         -
6_report         482      41.4
3_3_place_gp     479      40.9
3_5_place_dp     479      40.9
5_1_grt          482      41.4
4_1_cts          482      41.4
==> power by group <==
part	switching [uW]	internal, uW
combinational	40.8	55.7
sequential	0.0000805	21.4
clock	10.8	34.2
total	51.5	111
==> cell type report <==
| cell class | instances | area [um2] |
|---|---|---|
| Fill cell | 767 | 4480 |
| Multi-Input combinational cell | 255 | 1810 |
| Timing Repair Buffer | 107 | 1070 |
| Tap cell | 102 | 128 |
| Sequential cell | 4 | 80.1 |
| Clock buffer | 3 | 41.3 |
| Inverter | 11 | 41.3 |
==> critical path: stages <==
cell	delay [ps]
clkdlybuf4s50_1	490
ha_1	170
inv_1	50
fa_1	390
nor2b_1	170
o2111ai_1	190
a31oi_1	250
o22ai_1	120
xor2_1	290
nand4_1	490
a2111oi_0	550
clkdlybuf4s50_1	570
==> final timing paths <==
| path | from | slack (ps) | to |
|---|---|---|---|
| hold / removal | Ca_post[12] | 2000 | delta_w[16] |
| setup / recovery | W_previous[10] | 780 | W_new[10] |
Power is estimated from default activity; no workload was simulated.
